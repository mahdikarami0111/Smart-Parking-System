$ cat /design/flow/run.sh
#!/bin/bash
# OpenROAD 26Q1-2900-gdf79404cd8, Yosys 0.63+post, stock flow scripts
make -C /OpenROAD-flow-scripts/flow DESIGN_CONFIG=/design/flow/config.mk WORK_HOME=/design/flow/orfs finish
$ cat /design/flow/config.mk
export PLATFORM = sky130hd
export DESIGN_NAME = controller
export DESIGN_NICKNAME = controller
export VERILOG_FILES = /design/flow/design.v
export SDC_FILE = /design/flow/constraint.sdc
export NUM_CORES = 4
export LEC_CHECK = 1
export CORE_UTILIZATION = 30
$ cat /design/flow/constraint.sdc
current_design controller

set clk_period 1.1
set clk_io_pct 0.2

create_clock -name clk0 -period $clk_period [get_ports {clock}]

set non_clock_inputs [all_inputs -no_clocks]
set_input_delay [expr $clk_period * $clk_io_pct] -clock clk0 $non_clock_inputs
set_output_delay [expr $clk_period * $clk_io_pct] -clock clk0 [all_outputs]
$ cat /design/flow/design.v
`timescale 1 ns/1 ns
module controller(
input [2:0] system_token,
input request,
input [7:0] TimeData,
input reset,
input clock,
input confirm,
input [2:0] user_token,
output [7:0] data_Q,
output [7:0] data_P,
output reg [2:0] test_state,
output reg enQ,
output reg enP
);
		reg [2:0] state;
		parameter s0 = 3'b000, s1 = 3'b001, s2 = 3'b010, s3 = 3'b011, s4 = 3'b100;
		reg enq,enp,rst_reg;
		register Q (TimeData, clock, rst_reg, enq, data_Q);
		register P (.D(TimeData),.CLK(clock), .RST(rst_reg), .en(enp), .Q(data_P));
		always @(posedge clock, negedge reset) begin
			if(!reset)begin
				enq = 1'b0;
				enp = 1'b0;
				rst_reg = 1'b0;
				state = s0;
			end
			else begin
				rst_reg = 1'b1;
				case (state)
					s0:
							if(request)begin
								state = s1;
								enq = 1'b0;
								enp = 1'b0;
							end
					s1:
							if(!request)begin
								state = s0;
								enq = 1'b0;
								enp = 1'b0;
							end
							else if(confirm) begin
								if(user_token == system_token)begin
									state = s2;
								end
								else begin
									state  = s4;
								end
							end
					s2:
							if(!request)begin
								state = s0;
								enq = 1'b0;
								enp = 1'b0;
							end
							else if(TimeData[0] == 1'b0 || TimeData[0] == 1'b1)begin
								state = s3;
							end
					s3:
							if(!request)begin
								state = s0;
								enq = 1'b0;
								enp = 1'b0;
							end
							else if(TimeData[4] && TimeData[5] && TimeData[6] && TimeData[7] )begin
								enp = 1'b1;
							end
							else begin
								enq = 1'b1;
							end
					s4:
							if(!request)begin
								state = s0;
								enq = 1'b0;
								enp = 1'b0;
							end
				endcase
				test_state = state;
				enQ = enq;
				enP = enp;
			end
		end
endmodule
`timescale 1 ns/1 ns
module register(
input [7:0] D,
input CLK, 
input RST,
input en,
output reg[7:0] Q
);
    always @(posedge CLK or negedge RST) begin
        if (RST == 1'b0) begin
            Q <= 8'b00000000;
        end
        else begin
            if (en == 1'b1) begin
                Q <= D;
            end
        end
    end
endmodule
==> results.ini <==
[clock_network]
tritoncts = yes
cts_buffers = 5
cts_sinks = 29
clkTransAtPathRegs_ps = 60
root_buffer = clkbuf_8
cts_buffer_depth = 2
worstSkewPairLatency_ps = 270
h-tree-depth = 2
postCtsHoldBufs = 0

[synth]
top_cell = dfrtp_1
async_flop_share = 0.828
top_cell_area_share = 0.512
ys_seq_elements = 29
netlist_area_mm2 = 0.00112
ys_area_mm2 = 0.00112
topCellsByArea = dfrtp_1 51%, mux2_2 16%, edfxtp_1 13%
avgSynthCellArea_um2 = 15.0
ff_type = dfrtp_1
yosys_cells = 75
synth.distinct_cells = 24
yosysWarnings = 2
yosys-top-cells-count = 23 x dfrtp_1, 16 x mux2_2, 5 x edfxtp_1
edf_count = 5
ys_seq_frac = 0.669
syn_inst = 75
synth_top_cell_by_area = dfrtp_1

[critical_path]
crit_required_ps = 1110
path_cells = nor4_4 > mux2i_1 > o22ai_1
cp-startpoint = state[4]
cp-start-kind = flip-flop
cp_max_fo = 3
cp.arrival_ps = 1340
rr_worst_depth = 3
reg2reg_from = state[4]
cp-end-kind = flip-flop
cp_slowest_stage_delay_ps = 420
slowest_stage = dfrtp_1
path_class = reg -> reg

[global_routing]
overflow = 0
antenna_found_initial = 0
grt_pass1_vias = 799
grt_max_degree = 17
grt_pass1_wl_mm = 3.62
track_usage = 0.119

[power]
power.density_mw_per_mm2 = 1730
irDropWorstVdd_mv = 0.753
p_leak_nw = 0.793
power_mw = 3.10

[sta]
max_clock_freq_mhz = 750
period_needed_ps = 1330
skew_ps = 5.26
finalWorstSetupSlack_ps = -234
hold_viol = 0
maxSlewViolCount = 0
setup_viol = 6
timing.hold.ws_ps = 180
period_used_share = 1.21
rsz0062_at_grt = true
tns_ps = -755

[detailed_routing]
routed_via_density = 4.39
drt-initial-drc-count = 26
vias = 812
diodes = 0
wl_per_cell_um = 11.6
drc_errors = 0
wl_mm = 2.14
firstDrtPassIters = 4
drtAntennaViolNets = 0

[floorplanning]
fp_util = 0.324
die-area_mm2 = 0.00399
pin_count = 39
fp.dieW_um = 63.2
core_mm2 = 0.00347
num_rows = 21
die_y_um = 63.2

[cells_and_area]
final_cells = 185
final_core_util = 0.518
final_cell_area_mm2 = 0.00180
synthToLayoutAreaGrowth_pct = 59.8
drive_above_1_share = 0.324

[place]
place_inst = 173
placed_cell_area_mm2 = 0.00168
hpwl_mm = 1.62
port-buffer-count = 38
pre_cts_ws_ps = -417
finalWeightedCongestion = 0.821

[run]
max_cap_violations = 0
tool_warnings = 28

[outcome]
outcome = complete, but fails checks
failed_checks = setup timing

[worst_hold_path]
hold_class = reg -> async

==> final timing paths <==
path                            endpoint  slack, ps
worst max-delay path                 enP       -230
worst min-delay path              Q.Q[5]        180
worst max register to register       enP       -230
worst min register to register    Q.Q[5]        180
max in group asynchronous       state[0]        520
min in group clk0                 Q.Q[0]        510
==> area by class of cell <==
class	instances	area (um^2)
Timing Repair Buffer	58	542
Clock buffer	6	72.6
Tap cell	46	57.6
Multi-Input combinational cell	40	347
Inverter	4	15.0
Clock inverter	2	10.0
Fill cell	313	1670
Sequential cell	29	752
==> critical path: cells and delay by family (launching register included) <==
family	cells	cell delay [ps]
AOI/OAI and AO/OA	1	120
DFF	1	420
muxes	1	260
and+or+nand+nor	1	270
==> layout by cell type, fill, tap and decap left out, types with 2 or more instances in the layout <==
master,instances
xnor2_1,3
o22ai_1,2
dfrtp_1,23
mux2_2,16
clkdlybuf4s50_1,16
nand3_1,3
o21ai_0,2
inv_1,4
clkbuf_8,5
clkinv_2,2
edfxtp_1,5
buf_4,19
clkdlybuf4s15_1,21
==> layer usage <==
| metal | wire length (um) | part of all wire | global-route usage | up-vias |
|---|---|---|---|---|
| li1 | - | - | - | 393 |
| met1 | 998 | 0.47 | 0.191 | 394 |
| met2 | 1010 | 0.47 | 0.171 | 19 |
| met3 | 80 | 0.037 | 0.0294 | 6 |
| met4 | 53 | 0.025 | 0.0227 | 0 |
| met5 | 0 | 0 | 0 | - |
==> where the power goes <==
group	switching, mW	total, mW	leakage (nW)	internal [mW]
Sequential	0.126	1.48	0.345	1.36
Clock	0.369	0.805	0.0450	0.436
Combinational	0.166	0.811	0.403	0.645
==> cell families after synthesis <==
| logic type | count (synthesis) | share of synthesized area |
|---|---|---|
| mux | 17 | 0.169 |
| simple gates | 12 | 0.0735 |
| compound gates | 7 | 0.0390 |
| buf+inv | 6 | 0.0223 |
| flops | 29 | 0.669 |
| xor+xnor | 3 | 0.0234 |
| other cells | 1 | 0.00334 |
==> what timing repair did <==
| item | CTS | global route |
|---|---|---|
| pin swaps | 3 | 0 |
| buffers inserted | 3 | 1 |
| endpoints found under the setup margin | 27 | 13 |
| resized | 38 | 5 |
| gates cloned | 0 | 0 |
Power and IR drop assume default switching activity.
