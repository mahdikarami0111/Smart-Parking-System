<file path="design.v">
`timescale 1 ns/1 ns
module full_adder (
	input a ,
	input b ,
	input ci ,
	output s ,
	output co
);
	xor sum(s,a,b,ci);
	wire e1,e2,e3;
	and g1(e1,a,b);
	and g2(e2,a,ci);
	and g3(e3,b,ci);
	or g4(co,e1,e2,e3);
endmodule
`timescale 1 ns/1 ns
module time_calculate(
 time_out,
 time_in,
 time_total);
		input [7:0] time_out;
		input [7:0] time_in;
		output [7:0] time_total;
		wire[7:0] b;
		assign
			b[0] = ~(time_in[0]),
			b[1] = ~(time_in[1]),
			b[2] = ~(time_in[2]),
			b[3] = ~(time_in[3]),
			b[4] = ~(time_in[4]),
			b[5] = ~(time_in[5]),
			b[6] = ~(time_in[6]),
			b[7] = ~(time_in[7]);
		wire[7:0] carry;
		full_adder fa0(.a(time_out[0]) , .b(b[0]) , .ci(1'b1) , .s(time_total[0]) , .co(carry[0]));
		full_adder fa1(.a(time_out[1]) , .b(b[1]) , .ci(carry[0]) , .s(time_total[1]) , .co(carry[1]));
		full_adder fa2(.a(time_out[2]) , .b(b[2]) , .ci(carry[1]) , .s(time_total[2]) , .co(carry[2]));
		full_adder fa3(.a(time_out[3]) , .b(b[3]) , .ci(carry[2]) , .s(time_total[3]) , .co(carry[3]));
		full_adder fa4(.a(time_out[4]) , .b(b[4]) , .ci(carry[3]) , .s(time_total[4]) , .co(carry[4]));
		full_adder fa5(.a(time_out[5]) , .b(b[5]) , .ci(carry[4]) , .s(time_total[5]) , .co(carry[5]));
		full_adder fa6(.a(time_out[6]) , .b(b[6]) , .ci(carry[5]) , .s(time_total[6]) , .co(carry[6]));
		full_adder fa7(.a(time_out[7]) , .b(b[7]) , .ci(carry[6]) , .s(time_total[7]) , .co(carry[7]));
endmodule
</file>
<file path="run.sh">
#!/bin/bash
# OpenROAD 26Q1-2900-gdf79404cd8, Yosys 0.63+post, stock flow scripts
make -C /OpenROAD-flow-scripts/flow DESIGN_CONFIG=/design/flow/config.mk WORK_HOME=/design/flow/orfs finish
</file>
<file path="config.mk">
export PLATFORM = sky130hd
export DESIGN_NAME = time_calculate
export DESIGN_NICKNAME = time_calculate
export VERILOG_FILES = /design/flow/design.v
export SDC_FILE = /design/flow/constraint.sdc
export NUM_CORES = 4
export LEC_CHECK = 1
export CORE_AREA = 10 10 70 70
export DIE_AREA = 0 0 80 80
</file>
<file path="constraint.sdc">
current_design time_calculate

set clk_period 2.8
set clk_io_pct 0.2

create_clock -name clk0 -period $clk_period

set non_clock_inputs [all_inputs -no_clocks]
set_input_delay [expr $clk_period * $clk_io_pct] -clock clk0 $non_clock_inputs
set_output_delay [expr $clk_period * $clk_io_pct] -clock clk0 [all_outputs]
</file>
==> impl_metrics.yaml <==
# physical design summary
run_status:
  outcome: "finished with violations"
  violations: "setup timing"
drt:
  vias: 220
  drtPass1Iterations: 1
  first_iter_violations: 0
  via_per_inst: 2.39
  avgRoutedWirePerCell_um: 7.82
  finalWirelength_um: 719
  drc: 0
  antenna_cells: 0
  ant_nets: 0
power:
  p_leak_nw: 0.238
  cellPowerDensity_nw_per_um2: 173
  vdd_ir_drop_max_v: 0.0000668
grt:
  overflow: 0
  grt_antenna_before_repair: 0
  grt_pass1_wl_um: 1090
  grt_use_total_pct: 2.09
  grt_pass1_vias: 243
  grt_max_degree: 2
min_path:
  min_path_type: "input port to output port"
  holdPathStages: 4
worst_setup_path:
  cp.required_ps: 2240
  start_kind: "input port"
  crit_fanout: 1
  critPathKind: "input port to output port"
  cp.arrival_ps: 3200
  crit_start: "time_out[0]"
  critPathCapture: "time_total[6]"
  worstSetupEndpointType: "output port"
final_layout:
  flop_area_um2: 0
  nFillCells: 401
  flops: 0
  fin_area_um2: 529
  num-clock-buffers: 0
  area_growth_pct: 96.7
  drive_above_1_share_pct: 43.5
yosys:
  ys_seq_share_pct: 0
  topCellsByArea: "fa_1, buf_4, inv_1"
  synth_area_leader_cell: "fa_1"
  ys_chip_area_um2: 269
  top_cells_by_count: "inv_1, buf_4, fa_1, ha_1, xor3_1"
  synth.distinct_cells: 5
  syn_inst: 30
  postSynthAreaPerCell_um2: 8.97
  yosysWarnings: 0
  most_common_cell: "inv_1"
  top_area_share_pct: 44.7
  yosys_cells: 30
  synthesis.area_um2: 269
timing:
  period_minus_slack_ps: 3760
  hold_slack_ps: 1730
  rsz0062_at_grt: "yes"
  setup_viol: 4
  finalWorstSetupSlack_ps: -957
  finalSetupTns_ps: -2760
  relSlewSlack_pct: 93.7
  finalHoldViolCount: 0
  maxSlewViolCount: 0
  timing.fmax_mhz: 266
  fin_crit_sh_pct: 134
  tightest_slew_ps: 94.7
flow_run:
  drv_cap: 0
  warnings: 35
cts:
  cts_post_setup_buffers_inserted: 0
  cts_hold_buf: 0
floorplan:
  die-width_um: 80
  die_area_um2: 6400
  ioPinCount: 24
  rows: 21
  die_h_um: 80
  core-area_um2: 3420
  fp-utilization_pct: 7.88
place:
  dp_hpwl_um: 712
  port_buffers: 24
  dpl_cell_area_um2: 547
  gp_congestion: 0.791
power by group:
part           switching, W   total, W  internal, W  leakage [nW]
clock network             0          0            0             0
registers                 0          0            0             0
logic             0.0000290  0.0000916    0.0000625         0.238
total             0.0000290  0.0000916    0.0000625         0.238
metrics by stage:
stage	instances	setup WS [ps]	util, %	total power [W]
global placement	92	-1850	16.0	0.000102
finish	92	-957	15.5	0.0000916
global route	92	-1040	15.5	0.000106
floorplan	30	-811	-	0.0000556
detailed placement	92	-1870	16.0	0.000102
CTS	92	-1420	15.4	0.0000901
worst max-delay path, stage by stage:
cell and delay [ps]:
buf_8 90, inv_12 30, ha_4 140, fa_2 330, fa_2 340, fa_2 350, fa_2 340, fa_2 340
fa_2 530, inv_2 30, buf_2 100
layer usage:
metal  track usage, %  share of wire (%)  vias to the layer above
met5                0                  0                        -
met4                0                  0                        0
met3             1.59                 24                        0
met2             2.33                 24                       24
met1             3.15                 53                       94
li1                 -                  -                      102
cells in the final DEF (no fill, tap or decap), types with 2 or more instances in the layout:
cell type,count
fa_2,6
clkdlybuf4s50_1,15
inv_2,4
inv_1,9
buf_6,2
buf_2,4
how the worst min path moves through the flow:
stage	slack, ps	end	startpoint
4_1_cts	1750	time_total[0]	time_in[0]
5_1_grt	1760	time_total[0]	time_in[0]
6_report	1730	time_total[0]	time_in[0]
kinds of logic after synthesis:
logic type,count (synthesis),synth area share (%)
buf+inv,22,41.9
xor+xnor,1,8.84
fa+ha+maj,7,49.3
cell type report:
class              count  area (um^2)  share of cell area [%]
multi-input cells      8          184                    34.8
inverters             14         65.1                    12.3
repair buffers        24          223                    42.1
well taps             46         57.6                    10.9
what timing repair did:
action,in CTS,in global routing
setup endpoints to repair,7,6
gates resized,30,8
pin swaps,8,7
Power is estimated from default activity; no workload was simulated.
