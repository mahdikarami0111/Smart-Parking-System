==> flow/config.mk <==
export PLATFORM = sky130hd
export DESIGN_NAME = update_capacity
export DESIGN_NICKNAME = update_capacity
export VERILOG_FILES = /design/flow/design.v
export SDC_FILE = /design/flow/constraint.sdc
export NUM_CORES = 4
export LEC_CHECK = 1
export CORE_AREA = 10 10 70 70
export DIE_AREA = 0 0 80 80
==> flow/constraint.sdc <==
current_design update_capacity

set clk_period 4.1
set clk_io_pct 0.2

create_clock -name clk0 -period $clk_period

set non_clock_inputs [all_inputs -no_clocks]
set_input_delay [expr $clk_period * $clk_io_pct] -clock clk0 $non_clock_inputs
set_output_delay [expr $clk_period * $clk_io_pct] -clock clk0 [all_outputs]
==> flow/design.v <==
`timescale 1 ns/1 ns
module update_capacity(input entry, 
input [7:0] parking_capacity,
output reg [7:0] parking_capacity_new,
output reg [7:0] cap
    );
wire ch;
wire check;
assign ch = parking_capacity[0] | parking_capacity[1] | parking_capacity[2] | parking_capacity[3] | parking_capacity[4] | parking_capacity[5] | parking_capacity[6] | parking_capacity[7];
assign check= entry & ch;
always @(*)
	begin
		if(check)
			begin
				if (parking_capacity[7]==1)
				cap=8'b10000000;
				else if(parking_capacity[6]==1)
				cap=8'b01000000;
				else if(parking_capacity[5]==1)
				cap=8'b00100000;
				else if(parking_capacity[4]==1)
				cap=8'b00010000;
				else if(parking_capacity[3]==1)
				cap=8'b00001000;
				else if(parking_capacity[2]==1)
				cap=8'b00000100;
				else if(parking_capacity[1]==1)
				cap=8'b00000010;
				else if(parking_capacity[0]==1)
				cap=8'b00000001;
			end
		else cap = 8'b00000000;
		parking_capacity_new = parking_capacity - cap;
	end
endmodule
==> flow/run.sh <==
#!/bin/bash
# OpenROAD 26Q1-2900-gdf79404cd8, Yosys 0.63+post, stock flow scripts
make -C /OpenROAD-flow-scripts/flow DESIGN_CONFIG=/design/flow/config.mk WORK_HOME=/design/flow/orfs finish
==> results.txt <==
impl run done, here's what came out: DR WL/cell approximately 9.4 um, Residual DRC 0, yosys stat cell total approximately 77, post-synthesis cell area roughly 600 um^2, Dominant flop cell sky130_fd_sc_hd__dlxtn_1, final antenna-violating net count 0, number of global-route vias before repair between 600 and 700, largest vdd supply drop about 0.000036 V, worst endpoint required time roughly 3.3 ns, power share of the sequential group 0.049, count of unclocked register or latch pins 8, power share of the combinational group 0.951, post-detail-place hpwl between 1000 and 1500 um, layout overhead on the synthesized area 85.6%, areal power density over the cells around 80 nW/um^2, cell depth of the worst min-delay path 4, kind of capture point of the worst setup path output pin, DP Worst Slack -0.451 ns, final count of pins violating max slew 0, instance count of the mapped netlist a little under 80, Chip Area about 6400 um^2, pre-placement core utilization 0.175, total power draw between 0.00008 and 0.00009 W, Tcrit/Tclk final 0.970, fin cells around 170, maximum clock frequency approximately 250 MHz, internal power roughly 0.000053 W, start point of the worst min-delay path parking_capacity[7], switching power share of the total 0.399, placed instance count around 170, warnings from Yosys 1, Critical Path AT approximately 3.2 ns, die span in y approximately 80 um, critical-path maximum fanout 3, number of unique standard cell types used by synthesis 34, setup ws final 0.125 ns, area of the core region around 3400 um^2, share of flip-flops with an asynchronous set or reset 0, max FFs per register 8, Top area cell types sky130_fd_sc_hd__dlxtn_1, sky130_fd_sc_hd__ha_1, sky130_fd_sc_hd__inv_1, layout cells sized above 1 0.283, routability-driven placement congestion ratio roughly 0.8, clock period minus worst slack approximately 4 ns, initial antenna violation count 0, Core Rows 21, sink of the worst hold path parking_capacity_new[7], number of unconstrained endpoints 8, relative contribution of the clock network to total power 0, number of synthesized flops with an enable pin 0, total I/O pin count 25, fraction of post-synthesis cell area in the top cell type by area 0.201, most frequent cells after synthesis sky130_fd_sc_hd__inv_1, sky130_fd_sc_hd__dlxtn_1, sky130_fd_sc_hd__ha_1, fin util 0.325, total iterations of the first detailed-routing run 4, Static Leakage 0.528 nW, Non-Filler Cell Area, Final 1110 um^2, detailed-route via count roughly 670, final number of hold-violating endpoints 0, GRT Util Overall 0.0494, crit start category input pin, placed instance area ~1100 um^2, first-pass GRT wire length between 2000 and 3000 um, max-capacitance violation count 0, switching pwr around 0.000035 W, Yosys reg bits 8, Mean Syn Cell Area 7.77 um^2, Critical Setup Path Class input pin to output pin, Final Setup Violations 0, type of the tightest min-delay check input pin to output pin, starting DRC count in detailed routing 26, Hold-fix buffers, CTS 0, Port-buffer cells 25, average vias per placed instance between 3 and 4, Die X roughly 80 um, tool warnings 33, Yosys chip area 598 um^2, cell type with the highest aggregate area in the netlist sky130_fd_sc_hd__dlxtn_1, grt total ovfl 0, number of antenna cells inserted 0, unrepaired setup endpoints after global routing no, fill count ~370, outcome completed, top cell type by instance count after synthesis sky130_fd_sc_hd__inv_1, largest net degree at the start of global routing 7, wirelength, routed ~1600 um
[placed cells by master, fill, tap and decap left out, types with 2 or more instances in the layout]
| cell type | instances |
|---|---|
| sky130_fd_sc_hd__o21ai_0 | 3 |
| sky130_fd_sc_hd__buf_4 | 18 |
| sky130_fd_sc_hd__o21ai_2 | 2 |
| sky130_fd_sc_hd__xnor2_1 | 2 |
| sky130_fd_sc_hd__nand2b_1 | 2 |
| sky130_fd_sc_hd__inv_1 | 12 |
| sky130_fd_sc_hd__dlygate4sd2_1 | 4 |
| sky130_fd_sc_hd__clkdlybuf4s50_1 | 16 |
| sky130_fd_sc_hd__nand2_1 | 5 |
| sky130_fd_sc_hd__nor4_1 | 2 |
| sky130_fd_sc_hd__nor2b_1 | 2 |
| sky130_fd_sc_hd__ha_1 | 5 |
| sky130_fd_sc_hd__nor2_1 | 4 |
| sky130_fd_sc_hd__dlxtn_1 | 8 |
| sky130_fd_sc_hd__a21oi_1 | 2 |
| sky130_fd_sc_hd__and2_1 | 2 |
| sky130_fd_sc_hd__dlymetal6s2s_1 | 2 |
| sky130_fd_sc_hd__conb_1 | 8 |
| sky130_fd_sc_hd__buf_2 | 3 |
[metrics by stage]
| step | setup TNS [ns] | hold slack [ns] |
|---|---|---|
| after floorplan | 0 | 1.77 |
| after global placement | -1.50 | 2.70 |
| after detailed placement | -1.65 | 2.69 |
| after CTS | -0.0933 | 2.39 |
| after global routing | 0 | 2.12 |
| final | 0 | 2.09 |
[repair_timing]
item | 4_1_cts | 5_1_grt
endpoints found under the setup margin | 7 | 5
gates resized | 24 | 7
setup buffers | 2 | 2
pin swaps | 9 | 8
cloned | 0 | 0
[cells by family after synthesis]
| kind of cell | share of synthesized area |
|---|---|
| xor gates and xnor gates | 0.0293 |
| adders and majority gates | 0.180 |
| AOI/OAI and AO/OA | 0.174 |
| buffers and inverters | 0.0753 |
| and+or+nand+nor | 0.335 |
| other | 0.00627 |
| latches | 0.201 |
[per-layer routing]
metal / GRT usage / vias to the layer above / part of all wire / routed length (um)
met2: 0.0827 / 12 / 0.47 / 772
met5: 0 / - / 0 / 0
li1: - / 362 / - / -
met3: 0.0159 / 0 / 0.087 / 141
met4: 0 / 0 / 0 / 0
met1: 0.0640 / 291 / 0.44 / 714
[worst max-delay path by stage]
stage                  startpoint                 endpoint  slack, ns
CTS           parking_capacity[7]  parking_capacity_new[5]      -0.09
global route  parking_capacity[4]  parking_capacity_new[6]       0.03
finish        parking_capacity[4]  parking_capacity_new[3]       0.12
[final cells by class]
type                       instances  area [um^2]  area share
inverter                          12         45.0      0.0406
multi-input combinational         64          517       0.466
sequential                         8          120       0.108
tap                               46         57.6      0.0519
timing repair buffer              43          370       0.334
[worst max-delay path: stages]
cell and delay [ns]:
sky130_fd_sc_hd__dlygate4sd2_1 0.25, sky130_fd_sc_hd__or4_4 0.57, sky130_fd_sc_hd__nor4_4 0.24, sky130_fd_sc_hd__inv_1 0.08, sky130_fd_sc_hd__ha_1 0.27, sky130_fd_sc_hd__nand2b_1 0.15
sky130_fd_sc_hd__a21oi_4 0.08, sky130_fd_sc_hd__buf_4 0.13, sky130_fd_sc_hd__nor2_1 0.10, sky130_fd_sc_hd__clkdlybuf4s50_1 0.48
[power groups by stage]
| stage | combinational [W] | sequential (W) | clock [W] |
|---|---|---|---|
| CTS | 0.0000815 | 0.00000435 | 0 |
| global route | 0.0000934 | 0.00000447 | 0 |
| finish | 0.0000836 | 0.00000432 | 0 |
No activity file was given, so power comes from the tool's default toggle rates.
